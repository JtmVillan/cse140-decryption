<file path="/design/flow/config.mk">
export PLATFORM = sky130hd
export DESIGN_NAME = top_level_5b
export DESIGN_NICKNAME = top_level_5b
export VERILOG_FILES = /design/flow/design.v
export SDC_FILE = /design/flow/constraint.sdc
export NUM_CORES = 4
export LEC_CHECK = 1
export CORE_AREA = 10 10 71 71
export DIE_AREA = 0 0 81 81
</file>
<file path="/design/flow/constraint.sdc">
current_design top_level_5b

set clk_period 2.9
set clk_io_pct 0.2

create_clock -name clk0 -period $clk_period [get_ports {clk}]

set non_clock_inputs [all_inputs -no_clocks]
set_input_delay [expr $clk_period * $clk_io_pct] -clock clk0 $non_clock_inputs
set_output_delay [expr $clk_period * $clk_io_pct] -clock clk0 [all_outputs]
</file>
<file path="/design/flow/design.v">
module dat_mem #(parameter W=8,                
                           byte_count=256)(	   
  input           clk,
                  write_en,	                
  input  [$clog2(byte_count)-1:0] raddr,    
                  waddr,	                
  input  [ W-1:0] data_in,				    
  output [ W-1:0] data_out				    
    );
logic [W-1:0] core[byte_count];	 
assign      data_out = core[raddr] ;	 
always_ff @ (posedge clk)
  if (write_en)
    core[waddr] <= data_in;
endmodule
module lfsr6b(
  input              clk,
                     en,		   
			         init,		   
  input       [5:0]  taps,		   
                     start,		   
  output logic[5:0]  state);	   
  logic[5:0] taptrn;			   
  always @(posedge clk)
	if(init) begin
	  state  <= start;			   
	  taptrn <= taps;			   
	end
	else if(en)					   
	  state  <= {state[5:0],^(state&taptrn)};
endmodule
module top_level_5b(
  input          clk, init,
  output logic   done);
  logic          wr_en;
  logic    [7:0] raddr,
                 waddr,
                 data_in;
  logic    [7:0] data_out;
  logic[15:0] cycle_ct = 0;
  logic load_LFSR,
        LFSR_en;
  logic[5:0] LFSR_ptrn[6];            
  assign LFSR_ptrn[0] = 6'h21;
  assign LFSR_ptrn[1] = 6'h2D;
  assign LFSR_ptrn[2] = 6'h30;
  assign LFSR_ptrn[3] = 6'h33;
  assign LFSR_ptrn[4] = 6'h36;
  assign LFSR_ptrn[5] = 6'h39;
  logic[5:0] start;                   
  logic[5:0] LFSR_state[6];
  logic[5:0] match;					  
  logic[2:0] foundit;                 
  int i;
  dat_mem dm1(.clk(clk),.write_en(wr_en),.raddr(raddr),.waddr(waddr),
       .data_in(data_in),.data_out(data_out));                    
  lfsr6b l0(.clk ,
         .en   (LFSR_en)  ,             
         .init (load_LFSR),	             
         .taps (6'h21)     ,     
         .start ,	             
         .state(LFSR_state[0]));		    
lfsr6b l1(.clk, .en(LFSR_en), .init(load_LFSR), .taps(6'h2D), .start, .state(LFSR_state[1]));
lfsr6b l2(.clk, .en(LFSR_en), .init(load_LFSR), .taps(6'h30), .start, .state(LFSR_state[2]));
lfsr6b l3(.clk, .en(LFSR_en), .init(load_LFSR), .taps(6'h33), .start, .state(LFSR_state[3]));
lfsr6b l4(.clk, .en(LFSR_en), .init(load_LFSR), .taps(6'h36), .start, .state(LFSR_state[4]));
lfsr6b l5(.clk, .en(LFSR_en), .init(load_LFSR), .taps(6'h39), .start, .state(LFSR_state[5]));
always_comb begin
    start = 6'b011111 ^ data_out[5:0];
    data_in = {data_out[7:6],(LFSR_state[foundit] ^ data_out[5:0])};
end
  always_comb case(match)
    6'b10_0000: foundit = 'd5;	     
    6'b01_0000: foundit = 'd4;
    6'b00_1000: foundit = 'd3;
    6'b00_0100: foundit = 'd2;
    6'b00_0010: foundit = 'd1;
	default: foundit = 0;            
  endcase
  always @(posedge clk) begin  :clock_loop
    if(init) begin
      cycle_ct <= 'b0;
	  match    <= 'b0;
	end
    else begin
      cycle_ct <= cycle_ct + 1;
	  if(cycle_ct == 8) begin			 
	    for(i=0; i<6; i++) begin
	      match[i] <= (LFSR_state[i] == start);	 
		end
      end
    end
  end
always_comb begin
    load_LFSR = 'b0;
    LFSR_en   = 'b0;
	wr_en     = 'b0;
  raddr = 0;
  waddr = 0;
  done = 0;
  case(cycle_ct)
	0: begin
           raddr     = 64;    
		   waddr     = 0;    
	     end		        
	1: begin
           load_LFSR = 1;	   
           raddr     = 64;
		   waddr     = 0;
	     end		        
	2  : begin
           LFSR_en   = 1;	    
           raddr     = 64;
		   waddr     = 0;
         end
	3  : begin			        
	       LFSR_en = 1;
		   raddr =  65;			   
		   waddr = 0;
		 end
	72  : begin
            done = 1;		 
 		    raddr =	0;
 		    waddr = 0;
	     end
	default: begin	          
	       LFSR_en = 1;
           raddr = cycle_ct + 62;
           if(cycle_ct>8) begin    
			 wr_en = 1;
			 if(cycle_ct>=9) begin		  
			   waddr = cycle_ct-9;
             end
             else begin
                 waddr = 0;
             end
		   end
		   else begin
		     waddr = 0;
			 wr_en = 0;
		   end
	     end
  endcase
end
endmodule
</file>
<file path="/design/flow/run.sh">
#!/bin/bash
# OpenROAD 26Q1-2900-gdf79404cd8, Yosys 0.63+post, stock flow scripts
make -C /OpenROAD-flow-scripts/flow DESIGN_CONFIG=/design/flow/config.mk WORK_HOME=/design/flow/orfs finish
</file>
==> qor.yml <==
clock_network:
  numCtsBuffers: 3
  cts_buffer_depth: 2
  clock-sinks: 16
  ctsResizeCount: 0
  cts_tree: "built"
  postCtsSetupBuffers: 0
  root_buffer: "clkbuf_8"
  path_clk_slew_ps: 50
  htreeDepth: 1
  insertion_delay_ps: 240
  holdBufCountCts: 0
die:
  chip_area_um2: 6560
  ios: 3
  die_w_um: 81
  die_y_um: 81
  fp.coreArea_um2: 3630
  fp_util_pct: 21.9
  rows: 22
drt:
  finalWirelength_um: 1370
  drc: 0
  diodes: 0
  drt_iter0_markers: 26
  drt-wirelength-per-cell_um: 9.91
  firstDrtPassIters: 4
  antenna_left: 0
  viasPerCell: 4.57
  via_count: 631
pwr:
  peakVddDrop_v: 0.000414
  power.density_nw_per_um2: 450
  leakagePower_nw: 0.290
synthesis:
  yosys_cells: 87
  ys_ff: 16
  netlist_instances: 87
  yosysWarnings: 6
  most_common_cell: "dfxtp_1"
  synth-edff-count: 0
  synthDominantCellAreaShare_pct: 40.2
  synth_area_um2: 797
  topCellsByArea: "dfxtp_1 (40%), mux2_2 (7.1%), nor2_1 (4.7%)"
  synth_cell_types: 26
  flop_cell: "dfxtp_1"
  yosysChipArea_um2: 797
  async_reset_ff_share_pct: 0
  yosys.stat.seqShare_pct: 40.2
  synth.largest_area_cell: "dfxtp_1"
  common_cells: "dfxtp_1 (16), nor2_1 (10), a21oi_1 (6), nor4_1 (6)"
  syn_avg_cell_area_um2: 9.16
setup_path:
  slowest_stage: "clkdlybuf4s50_1"
  startpoint: "cycle_ct[0]"
  cp-end-kind: "output pin"
  r2r_start: "cycle_ct[0]"
  crit_buf_inv: 2
  cp.depth: 5
  cp_cell_sequence: "inv_1 -> ha_1 -> nor4bb_1 -> and4_1 -> clkdlybuf4s50_1"
  reg2regPathDepth: 4
  critPathArrivalTime_ps: 1680
  start_kind: "register"
  worstPathMaxFanout: 4
  worst-setup-path-type: "reg -> out"
  rrSetupSlack_ps: 1230
  cp_top_family: "buffers and inverters"
  cp-endpoint: "done"
  critical-path-max-stage-delay_ps: 460
  reg2reg_to: "cycle_ct[14]"
  worstPathRequired_ps: 2320
finish:
  finalNonFillerCells: 138
  fin_util_pct: 24.6
  largest_register_ffs: 16
  largestRegisters: "cycle_ct: 16 flops"
  syn2layout_area_growth_pct: 12.1
  drive_gt1_share_pct: 12.2
  fillers: 407
  fin_area_um2: 893
  largest_register: "cycle_ct"
placed_design:
  gp_congestion: 0.780
  io_buffer_count: 2
  place_area_um2: 852
  dp_cells: 135
  dp_hpwl_um: 965
sta:
  slew_violations: 0
  relSlewSlack_pct: 51.7
  fin_skew_ps: 5.16
  min_period_ps: 2260
  worstMarginPinSlew_ps: 723
  rsz0062_at_grt: "no"
  max_freq_mhz: 442
  setup_viol: 0
  hold_viol: 0
  period_used_pct: 78.0
  tns_ps: 0
run:
  max_cap_viol_count: 0
  warnings: 26
status:
  status: "finished clean"
global_route:
  use_met3_pct: 1.56
  overflow: 0
  track_usage_pct: 4.52
  top_usage_layer: "met1"
  grt_pass1_vias: 529
  grt_max_degree: 22
  use_met2_pct: 6.61
  grt_pass1_wl_um: 2500
  antenna_found_initial: 0
  grt_use_met1_pct: 6.66
worst_hold_path:
  hold_class: "reg -> reg"
-- worst reg2reg max path: stages, from the launching register on --
cell and delay (ps):
dfxtp_1 390, ha_1 260, nand4_4 180, nor4_1 370
mux2_2 370
-- through the flow --
stage	hold WS, ps	worst slack [ps]	power [mW]
finish	475	639	0.402
detailed placement	471	865	0.249
global placement	455	902	0.248
CTS	486	614	0.409
global route	506	531	0.420
floorplan	440	1380	0.247
-- where the power goes --
| part | internal [mW] | switching (mW) |
|---|---|---|
| sequential | 0.224 | 0.00447 |
| clock | 0.0918 | 0.0658 |
| combinational | 0.00729 | 0.00883 |
| total | 0.323 | 0.0791 |
-- final cells by class --
cell class	count	area (um2)	share of cell area [%]
Clock buffer	3	41.3	4.62
Sequential cell	16	320	35.9
Inverter	5	18.8	2.10
Multi-Input combinational cell	64	433	48.5
Timing Repair Buffer	2	20.0	2.24
Tap cell	48	60.1	6.72
-- kinds of logic (layout without fill, tap and decap cells) --
family	after synthesis	after routing	synth area share (%)
DFF	16	16	40.2
and+or+nand+nor	42	42	32.3
xor gates and xnor gates	3	3	3.30
adders and majority gates	2	2	3.14
muxes	5	5	7.06
AOI/OAI and AO/OA	12	12	8.48
buffers and inverters	7	10	5.49
-- cell usage in the layout (no fill, tap or decap), drive strengths merged --
| cell type | count |
|---|---|
| and4 | 1 |
| or4 | 3 |
| clkbuf | 3 |
| nor4 | 6 |
| nand4 | 4 |
| clkdlybuf4s50 | 2 |
| nand2 | 3 |
| ha | 2 |
| or3 | 3 |
| nor4bb | 1 |
| inv | 5 |
| o21ai | 3 |
| nor2 | 10 |
| xor2 | 2 |
| mux2 | 5 |
| nor2b | 5 |
| dfxtp | 16 |
| nand3 | 4 |
| a21oi | 6 |
| nor3 | 1 |
| xnor2 | 1 |
| nor4b | 1 |
| o31ai | 3 |
-- metal layers --
| layer | share of wire, % | wire length (um) | up-vias |
|---|---|---|---|
| met5 | 0 | 0 | - |
| met4 | 0 | 0 | 0 |
| met3 | 6.1 | 84 | 0 |
| met2 | 44 | 600 | 14 |
| met1 | 50 | 682 | 290 |
| li1 | - | - | 327 |
-- worst min-delay path by stage --
stage | depth (start not counted) | slack [ps] | endpoint | from
finish | 1 | 470 | cycle_ct[0] | cycle_ct[0]
global route | 1 | 510 | cycle_ct[0] | cycle_ct[0]
CTS | 1 | 490 | cycle_ct[0] | cycle_ct[0]
Power figures rest on the tool's default switching activity, not on a simulated workload.
